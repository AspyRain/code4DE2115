==> flow/design.v <==
module waterled(  
  input         clock,  
  input         reset,  
  output [17:0] io_led  
);
  reg [31:0] count;  
  reg [31:0] _RAND_0;
  wire  _T_9;  
  wire [32:0] _T_12;  
  wire [31:0] _T_13;  
  wire [31:0] _T_14;  
  reg [17:0] shiftReg;  
  reg [31:0] _RAND_1;
  wire  _T_18;  
  wire [23:0] _T_21;  
  wire [23:0] _T_22;  
  wire [22:0] _T_23;  
  wire [31:0] _GEN_2;  
  wire  _T_24;  
  wire [16:0] _T_25;  
  wire  _T_26;  
  wire  _T_27;  
  wire [17:0] _T_28;  
  wire [17:0] _GEN_0;  
  assign _T_9 = count == 32'h4c4b40;  
  assign _T_12 = count + 32'h1;  
  assign _T_13 = _T_12[31:0];  
  assign _T_14 = _T_9 ? 32'h0 : _T_13;  
  assign _T_18 = reset == 1'h0;  
  assign _T_21 = 23'h4c4b40 - 23'h1;  
  assign _T_22 = $unsigned(_T_21);  
  assign _T_23 = _T_22[22:0];  
  assign _GEN_2 = {{9'd0}, _T_23};  
  assign _T_24 = count == _GEN_2;  
  assign _T_25 = shiftReg[16:0];  
  assign _T_26 = shiftReg[17];  
  assign _T_27 = ~ _T_26;  
  assign _T_28 = {_T_25,_T_27};  
  assign _GEN_0 = _T_24 ? _T_28 : shiftReg;  
  assign io_led = shiftReg;  
  always @(posedge clock) begin
    if (!reset) begin
      count <= 32'h0;
    end else begin
      if (_T_9) begin
        count <= 32'h0;
      end else begin
        count <= _T_13;
      end
    end
    if (_T_18) begin
      shiftReg <= 18'h0;
    end else begin
      if (_T_24) begin
        shiftReg <= _T_28;
      end
    end
  end
endmodule
==> flow/run.sh <==
#!/bin/bash
# OpenROAD 26Q1-2900-gdf79404cd8, Yosys 0.63+post, stock flow scripts
make -C /OpenROAD-flow-scripts/flow DESIGN_CONFIG=/design/flow/config.mk WORK_HOME=/design/flow/orfs finish
==> flow/config.mk <==
export PLATFORM = sky130hd
export DESIGN_NAME = waterled
export DESIGN_NICKNAME = waterled
export VERILOG_FILES = /design/flow/design.v
export SDC_FILE = /design/flow/constraint.sdc
export NUM_CORES = 4
export LEC_CHECK = 1
export CORE_UTILIZATION = 40
==> flow/constraint.sdc <==
current_design waterled

set clk_period 4.7
set clk_io_pct 0.2

create_clock -name clk0 -period $clk_period [get_ports {clock}]

set non_clock_inputs [all_inputs -no_clocks]
set_input_delay [expr $clk_period * $clk_io_pct] -clock clk0 $non_clock_inputs
set_output_delay [expr $clk_period * $clk_io_pct] -clock clk0 [all_outputs]
==> flow_metrics.tcl <==
# place-and-route summary
set metrics [dict create \
    status "finished, final reports clean" \
    worstPathMaxFanout 37 \
    place.port_buffers 19 \
    wirelength_mm 4.10 \
    report.final.slew_viol_count 0 \
    fin_ws_ns 2.37 \
    edf_count 0 \
    vias_per_cell 4.96 \
    worstSetupPathType "primary input to flop" \
    ff_type "dfxtp_1" \
    die_w_um 79.0 \
    leakagePower_nw 0.848 \
    drc 0 \
    xor_share_pct 11.1 \
    clock_sinks 50 \
    async_reset_ff_share_pct 0 \
    ys_sh_adder_pct 1.05 \
    grt_antenna_before_repair 0 \
    drive_gt1_share_pct 15.9 \
    start_kind "primary input" \
    cts_tree "yes" \
    rows 27 \
    hold_class "flop to flop" \
    die_h_um 79.0 \
    synthTopLogicFamily "simple AND/OR/NAND/NOR gates" \
    slowest_delay_ns 0.45 \
    power_density_nw_per_um2 279 \
    grt_pass1_wl_mm 7.23 \
    drt-initial-drc-count 58 \
    grt_max_degree 38 \
    fp.coreArea_um2 5610 \
    critPathSlowestCell "clkdlybuf4s50_1" \
    cts_buffer_depth 2 \
    area_growth_pct 13.2 \
    hold_viol 0 \
    syn_avg_cell_area_um2 9.06 \
    rsz0062_at_grt "false" \
    fp_util_pct 42.3 \
    ys_cells 262 \
    peakVddDrop_v 0.000154 \
    grt_usage_pct 14.6 \
    synth.mux.area_fraction_pct 0 \
    final_cell_mix "dfxtp_1, nor2_1, nand2_1" \
    htree_levels 2 \
    ys.flops 50 \
    post_cts_buffers 0 \
    finalClockPeriodUsage_pct 49.6 \
    setup_viol 0 \
    synthesis.area_um2 2370 \
    gp_congestion 0.800 \
    gr-total-overflow 0 \
    arrival_ns 2.57 \
    post-route-min-period_ns 2.33 \
    diodes 0 \
    detail-route-antenna-nets 0 \
    syn_inst 262 \
    ys_sh_aoi_pct 5.38 \
    cp-end-kind "flop" \
    yosys_warnings 1 \
    pin_count 20 \
    setup-tns-final_ns 0 \
    ys_sh_simple_pct 34.9 \
    slew_headroom_pct 68.0 \
    cts.clk_slew.worst_paths_ns 0.09 \
    insertion_delay_ns 0.30 \
    openroad.warnings 26 \
    layout.cells.most_common "dfxtp_1" \
    drv_cap 0 \
    clockRootBuffer "clkbuf_8" \
    grt_pass1_vias 1545 \
    synth_seq_share_pct 42.2 \
    place_hpwl_mm 2.77 \
    path_common_cell "buf_4" \
    firstDrtPassIters 4 \
    cts_made_buffers 5 \
    synth_cell_types 37 \
    fmax_ghz 0.429 \
    cts_resized 0 \
    crit_chain "clkdlybuf4s50_1 -> buf_4 -> nand2_1 -> buf_4 -> nor2_1" \
    worst_pin_slew_ns 0.479 \
    ctsHoldBuffers 0 \
    crit_required_ns 4.94 \
    finalClockSkew_ns 0.00560 \
    vias 1731 \
    ys_area_um2 2370 \
    pre_cts_slack_ns 2.03 \
    die_area_um2 6250 \
    wl_per_cell_um 11.7 \
]
metal layers:
layer  track usage, %  up-vias  routed length [um]
met1             24.2      784                2230
met5                0        -                   0
met4             1.64        0                  53
met2             20.9       25                1710
li1                 -      918                   -
met3             2.33        4                 114
worst max-delay path, delay by kind of cell:
family	cells	cell delay, ns
buffers and inverters	3	1.13
AND/OR/NAND/NOR	2	0.49
area by class of cell:
class	instances	area, um^2
Clock buffer	5	68.8
Clock inverter	3	45.0
Fill cell	566	2920
Inverter	7	26.3
Multi-Input combinational cell	190	1240
Sequential cell	50	1000
Tap cell	72	90.1
Timing Repair Buffer	22	213
path summary, 6_finish.rpt:
path,startpoint,end,slack (ns),depth (start not counted)
max,reset,count[3],2.37,5
min,shiftReg[4],shiftReg[4],0.47,2
max reg2reg,count[26],count[3],2.45,6
min reg2reg,shiftReg[4],shiftReg[4],0.47,2
where the power goes:
part / switching, mW / total [mW] / leakage [nW] / internal, mW
combinational: 0.0130 / 0.0184 / 0.395 / 0.00543
clock: 0.145 / 0.304 / 0.0504 / 0.158
sequential: 0.00211 / 0.428 / 0.403 / 0.425
total: 0.160 / 0.750 / 0.848 / 0.589
sequential cells by signal, summed over array words and instances (netlist names):
register and flops:
shiftReg 18, count 32
per-stage QoR:
step	hold slack [ns]	total power, mW	std cells	util [%]	cell area, um^2
after floorplan	0.425	0.452	262	-	2370
after global placement	0.438	0.456	341	45.9	2570
after detailed placement	0.457	0.456	341	45.9	2570
after CTS	0.475	0.762	349	47.9	2690
after global routing	0.498	0.777	349	47.9	2690
final	0.467	0.750	349	47.9	2690
synth_stat cells (2+ instances only):
library cell  instances  share of area (%)
dfxtp_1              50                 42
nor2_1               39                6.2
nand2_1              30                4.7
xnor2_1              25                9.2
nand3_1              16                3.4
nand3_2              10                4.2
o21ai_2              10                3.7
buf_2                 7                1.5
inv_1                 7                1.1
nor3_1                7                1.5
nor4_1                7                1.8
o21ai_0               5                1.1
xor2_1                5                1.8
buf_6                 4                1.9
nand4_1               4                1.1
and4_1                3                1.1
nand4_2               3                1.6
nor4_4                3                2.7
o21ai_1               3               0.63
and2_1                2               0.53
buf_4                 2               0.63
clkbuf_1              2               0.32
ha_1                  2                1.1
nand3b_1              2               0.63
nor4b_1               2               0.74
kinds of logic after synthesis:
logic type,count (synthesis)
DFF,50
buffers and inverters,22
and+or+nand+nor,140
adders and majority gates,2
xor gates and xnor gates,30
AOI/OAI and AO/OA,18
Power is estimated from default activity; no workload was simulated.
